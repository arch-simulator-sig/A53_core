==> run.sh <==
#!/bin/bash
# OpenROAD 26Q1-2900-gdf79404cd8, Yosys 0.63+post, stock flow scripts
make -C /OpenROAD-flow-scripts/flow DESIGN_CONFIG=/design/flow/config.mk WORK_HOME=/design/flow/orfs finish
==> config.mk <==
export PLATFORM = sky130hd
export DESIGN_NAME = EX
export DESIGN_NICKNAME = EX
export VERILOG_FILES = /design/flow/design.v
export SDC_FILE = /design/flow/constraint.sdc
export NUM_CORES = 4
export LEC_CHECK = 1
export CORE_AREA = 10 10 164 164
export DIE_AREA = 0 0 174 174
==> constraint.sdc <==
current_design EX

set clk_period 3.7
set clk_io_pct 0.2

create_clock -name clk0 -period $clk_period [get_ports {clk}]

set non_clock_inputs [all_inputs -no_clocks]
set_input_delay [expr $clk_period * $clk_io_pct] -clock clk0 $non_clock_inputs
set_output_delay [expr $clk_period * $clk_io_pct] -clock clk0 [all_outputs]
==> design.v <==
`timescale 1ns / 1ps
module EX
#(
    parameter ID2EX_WD = 49,
    parameter EX2MEM_WD = 49,
    parameter MEM2EX_WD = 50,
    parameter WB2EX_WD = 50
)(
    input wire clk,
    input wire rst_n,
    input wire [5:0] stall,
    output wire stallreq_ex,
    input wire [ID2EX_WD-1:0] id2ex_bus,
    input wire [MEM2EX_WD-1:0] mem2ex_fwd,
    input wire [WB2EX_WD-1:0] wb2ex_fwd,
    output wire [EX2MEM_WD-1:0] ex2mem_bus,
    output wire [64:0] br_bus,
    output wire data_sram_en,
    output wire [7:0] data_sram_we,
    output wire [63:0] data_sram_addr,
    output wire [63:0] data_sram_wdata
);
    reg [ID2EX_WD-1:0] id2ex_bus_r;
    always @ (posedge clk) begin
        if (!rst_n) begin
            id2ex_bus_r <= 0;
        end
        else if (stall[2]&(!stall[3])) begin
            id2ex_bus_r <= 0;
        end
        else if (!stall[2]&br_bus[64]) begin
            id2ex_bus_r <= 0;
        end
        else if (!stall[2]) begin
            id2ex_bus_r <= id2ex_bus;
        end
    end
    wire [1:0] sel_src1;
    wire sel_src2;
    wire [4:0] rs1, rs2;
    wire [63:0] rdata1, rdata2;
    wire [63:0] imm;
    wire [14:0] alu_op;
    wire [7:0] bru_op;
    wire [6:0] lsu_op;
    wire [1:0] sel_rf_res;
    wire rf_we;
    wire [4:0] rf_waddr;
    wire [63:0] pc;
    wire [31:0] inst;
    wire [9:0] csr_op;
    assign {
        sel_src1,        
        sel_src2,        
        rs1,             
        rs2,             
        rdata1,          
        rdata2,          
        imm,             
        alu_op,          
        bru_op,          
        lsu_op,          
        sel_rf_res,      
        rf_we,           
        rf_waddr,        
        pc,              
        inst             
    } = id2ex_bus_r;
    wire [63:0] src1, src2;
    wire [63:0] alu_src1, alu_src2;
    wire mem_rf_we, wb_rf_we;
    wire [4:0] mem_rf_waddr, wb_rf_waddr;
    wire [63:0] mem_rf_wdata, wb_rf_wdata;
    assign {mem_rf_we, mem_rf_waddr, mem_rf_wdata} = mem2ex_fwd;
    assign {wb_rf_we, wb_rf_waddr, wb_rf_wdata} = wb2ex_fwd;
    assign src1 = mem_rf_we & (mem_rf_waddr==rs1) & (|rs1) ? mem_rf_wdata
                : wb_rf_we & (wb_rf_waddr==rs1) & (|rs1) ? wb_rf_wdata 
                : rdata1;
    assign src2 = mem_rf_we & (mem_rf_waddr==rs2) & (|rs2) ? mem_rf_wdata
                : wb_rf_we & (wb_rf_waddr==rs2) & (|rs2) ? wb_rf_wdata
                : rdata2;
    assign alu_src1 = sel_src1[0] ? pc
                    : sel_src1[1] ? 64'b0
                    : src1;
    assign alu_src2 = sel_src2 ? imm 
                    : src2;
    wire [63:0] alu_result;
    alu u_alu(
    	.alu_op     (alu_op     ),
        .alu_src1   (alu_src1   ),
        .alu_src2   (alu_src2   ),
        .alu_result (alu_result )
    );
    wire br_e;
    wire [63:0] br_addr;
    wire [63:0] br_result;
    bru u_bru(
    	.pc        (pc        ),
        .bru_op    (bru_op    ),
        .rdata1    (src1      ),
        .rdata2    (src2      ),
        .imm       (imm       ),
        .br_e      (br_e      ),
        .br_addr   (br_addr   ),
        .br_result (br_result )
    );
    assign br_bus = {br_e,br_addr};
    wire [7:0] data_ram_sel;
    lsu u_lsu(
    	.lsu_op          (lsu_op          ),
        .rdata1          (src1            ),
        .rdata2          (src2            ),
        .imm             (imm             ),
        .data_sram_en    (data_sram_en    ),
        .data_sram_we    (data_sram_we    ),
        .data_sram_addr  (data_sram_addr ),
        .data_sram_wdata (data_sram_wdata ),
        .data_ram_sel    (data_ram_sel    )
    );
    wire [63:0] ex_result;
    assign ex_result    = sel_rf_res[0] ? br_result 
                        : alu_result;
    assign ex2mem_bus = {
        lsu_op,
        data_ram_sel,
        sel_rf_res[1],
        rf_we,
        rf_waddr,
        ex_result,
        pc,
        inst
    };
    assign stallreq_ex = 1'b0;
endmodule
`timescale 1ns / 1ps
module alu(
    input wire [14:0] alu_op,
    input wire [63:0] alu_src1,
    input wire [63:0] alu_src2,
    output wire [63:0] alu_result
);
    wire op_and;
    wire op_or;
    wire op_xor;
    wire op_add;
    wire op_sub;
    wire op_slt;
    wire op_sltu;
    wire op_sll;
    wire op_srl;
    wire op_sra;
    wire op_addw;
    wire op_subw;
    wire op_sllw;
    wire op_srlw;
    wire op_sraw;
    assign {op_and, op_or, op_xor, op_add, 
      op_sub, op_slt, op_sltu, op_sll, op_srl, op_sra, op_addw, op_subw, op_sllw, op_srlw, op_sraw} = alu_op;
    wire [63:0] and_result;
    wire [63:0] or_result; 
    wire [63:0] xor_result;
    wire [63:0] add_sub_result;
    wire [63:0] slt_result;
    wire [63:0] sltu_result;
    wire [63:0] sll_result;
    wire [63:0] srl_result;
    wire [63:0] sra_result;
    wire [31:0] addw_subw_result;
    wire [31:0] sllw_result;
    wire [31:0] srlw_result;
    wire [31:0] sraw_result;
    wire [63:0] adder_a;
    wire [63:0] adder_b;
    wire        adder_cin;
    wire [63:0] adder_result;
    wire        adder_cout;
    wire [31:0] adder_a_w;
    wire [31:0] adder_b_w;
    wire        adder_cin_w;
    wire [31:0] adder_result_w;
    wire        adder_cout_w;
    assign adder_a = alu_src1;
    assign adder_b = (op_sub | op_slt | op_sltu) ? ~alu_src2 : alu_src2;
    assign adder_cin = (op_sub | op_slt | op_sltu) ? 1'b1 : 1'b0;
    assign {adder_cout, adder_result} = adder_a + adder_b + adder_cin;
    assign adder_a_w = alu_src1[31:0];
    assign adder_b_w = (op_subw) ? ~alu_src2[31:0] : alu_src2[31:0];
    assign adder_cin_w = (op_subw) ? 1'b1 : 1'b0;
    assign {adder_cout_w, adder_result_w} = adder_a_w + adder_b_w + adder_cin_w;
    assign and_result = alu_src1 & alu_src2;
    assign or_result = alu_src1 | alu_src2;
    assign xor_result = alu_src1 ^ alu_src2;
    assign add_sub_result = adder_result;
    assign addw_subw_result = adder_result_w;
    assign slt_result[63:1] = 63'b0;
    assign slt_result[0] = (alu_src1[63] & ~alu_src2[63]) 
                         | (~(alu_src1[63]^alu_src2[63]) & adder_result[63]);
    assign sltu_result[63:1] = 63'b0;
    assign sltu_result[0] = ~adder_cout;
    assign sll_result = alu_src1 << alu_src2[5:0];
    assign srl_result = alu_src1 >> alu_src2[5:0];
    assign sra_result = ($signed(alu_src1)) >>> alu_src2[5:0];
    assign sllw_result = alu_src1 << alu_src2[4:0];
    assign srlw_result = alu_src1[31:0] >> alu_src2[4:0];
    assign sraw_result = ($signed(alu_src1[31:0])) >>> alu_src2[4:0];
    assign alu_result = ({64{op_and}}             & and_result) 
                      | ({64{op_or}}              & or_result)
                      | ({64{op_xor}}             & xor_result) 
                      | ({64{op_add|op_sub  }}    & add_sub_result)
                      | ({64{op_slt         }} & slt_result)
                      | ({64{op_sltu        }} & sltu_result)
                      | ({64{op_sll         }} & sll_result)
                      | ({64{op_srl         }} & srl_result)
                      | ({64{op_sra         }} & sra_result)
                      | ({64{op_addw|op_subw}} & {{32{addw_subw_result[31]}}, addw_subw_result})
                      | ({64{op_sllw        }} & {{32{sllw_result[31]}}, sllw_result})
                      | ({64{op_srlw        }} & {{32{srlw_result[31]}}, srlw_result})
                      | ({64{op_sraw        }} & {{32{sraw_result[31]}}, sraw_result});
endmodule
`timescale 1ns / 1ps
module bru(
    input wire [63:0] pc,
    input wire [7:0] bru_op,
    input wire [63:0] rdata1,
    input wire [63:0] rdata2,
    input wire [63:0] imm,
    output wire br_e,              
    output wire [63:0] br_addr,    
    output wire [63:0] br_result 
);
    wire inst_beq, inst_bne, inst_blt, inst_bge, inst_bltu, inst_bgeu, inst_jal, inst_jalr;
    assign {
        inst_jal, inst_jalr, inst_beq, inst_bne,
        inst_blt, inst_bge, inst_bltu, inst_bgeu
    } = bru_op;
    wire rs1_eq_rs2;
    wire rs1_ne_rs2;
    wire rs1_lt_rs2;
    wire rs1_ltu_rs2;
    wire rs1_ge_rs2;
    wire rs1_geu_rs2;
    assign rs1_eq_rs2 = ~rs1_ne_rs2;
    assign rs1_ne_rs2 = |(rdata1 ^ rdata2);
    assign rs1_lt_rs2 = ($signed(rdata1) < $signed(rdata2));
    assign rs1_ltu_rs2 = rdata1 < rdata2;
    assign rs1_ge_rs2 = ~rs1_lt_rs2;
    assign rs1_geu_rs2 = ~rs1_ltu_rs2;
    wire [63:0] pc_plus_imm; 
    wire [63:0] rs_plus_imm;
    assign pc_plus_imm = pc + imm;
    assign rs_plus_imm = (rdata1 + imm) & 32'hfffffffe;
    assign br_e = inst_beq & rs1_eq_rs2
                | inst_bne & rs1_ne_rs2
                | inst_blt & rs1_lt_rs2
                | inst_bltu & rs1_ltu_rs2
                | inst_bge & rs1_ge_rs2
                | inst_bgeu & rs1_geu_rs2
                | inst_jal
                | inst_jalr;
    assign br_addr = inst_beq | inst_bne | inst_blt | inst_bltu | inst_bge | inst_bgeu | inst_jal ? pc_plus_imm 
                    :inst_jalr ? rs_plus_imm : 64'b0;
    assign br_result = pc + 4'd4;
endmodule
`timescale 1ns / 1ps
module decoder_3_8 (
    input wire [2:0] in,
    output reg [7:0] out
);
    always @ (*) begin
        case(in)
            3'b000:begin out = 8'b1; end
            3'b001:begin out = 8'b10; end
            3'b010:begin out = 8'b100; end
            3'b011:begin out = 8'b1000; end
            3'b100:begin out = 8'b10000; end
            3'b101:begin out = 8'b100000; end
            3'b110:begin out = 8'b1000000; end 
            3'b111:begin out = 8'b10000000; end
            default:begin
                out = 8'b0;
            end
        endcase
    end
endmodule 
`timescale 1ns / 1ps
module lsu(
    input wire [6:0] lsu_op,
    input wire [63:0] rdata1,
    input wire [63:0] rdata2,
    input wire [63:0] imm,
    output wire data_sram_en,
    output wire [7:0] data_sram_we,
    output wire [63:0] data_sram_addr,
    output wire [63:0] data_sram_wdata,
    output wire [7:0] data_ram_sel
);
    wire data_ram_en;
    wire data_ram_we;
    wire [3:0] data_size_sel;
    wire data_unsigned;
    wire [7:0] byte_sel;
assign {
        data_ram_en, data_ram_we, data_size_sel, data_unsigned
    } = lsu_op;
    decoder_3_8 u_decoder_3_8(
    	.in  (data_sram_addr[2:0]  ),
        .out (byte_sel             )
    );
    assign data_ram_sel = data_size_sel[0] ? byte_sel 
                        : data_size_sel[1] ? {{2{byte_sel[6]}},{2{byte_sel[4]}},{2{byte_sel[2]}},{2{byte_sel[0]}}} 
                        : data_size_sel[2] ? {{4{byte_sel[4]}},{4{byte_sel[0]}}}
                        : data_size_sel[3] ? {8{byte_sel[0]}} 
                        : 8'h0;
    assign data_sram_en     = data_ram_en;
    assign data_sram_we    = {8{data_ram_we}} & data_ram_sel;
    assign data_sram_addr   = rdata1 + imm;
    assign data_sram_wdata  = data_size_sel[0] ? {8{rdata2[7:0]}} 
                            : data_size_sel[1] ? {4{rdata2[15:0]}} 
                            : data_size_sel[2] ? {2{rdata2[31:0]}} 
                            : data_size_sel[3] ? rdata2 : 64'b0;
endmodule
==> results.yml <==
# flow metrics
critical_path:
  crit_type: "register to output pin"
  worst-path-buf-inv: 1
  critPathLaunchType: "register"
  crit_fanout: 2
  worst-path-stages: 1
  crit_chain: "clkdlybuf4s50_1"
  end_kind: "output pin"
  critical_path.top_delay_family: "buffers and inverters"
  crit_slowest_cell: "clkdlybuf4s50_1"
  worstPathRequired_ps: 2960
  worstPathArrival_ps: 1170
  max_stage_delay_ps: 540
  reg2regPathDepth: 1
place:
  dp.cells: 773
  gp_congestion: 0.7072
  dp_hpwl_um: 7198
  place_ws_ps: 1514
  placed_cell_area_um2: 3971
  port_buffers: 101
synth:
  ys_seq_share_pct: 28.51
  yosysWarnings: 2
  syn_area_per_cell_um2: 9.200
  synthDistinctLibCells: 11
  numSynthFlops: 49
  synth_area_um2: 3441
  yosys_cells: 374
  netlist_instances: 374
  yosys-stat-area_um2: 3441
cells_and_area:
  fin_area_um2: 4140
  largest_reg_flops: 49
  drive_above_1_share_pct: 2.814
  largest_register: "id2ex_bus_r"
  lay_top_count: "conb_1"
  seqCellArea_um2: 980.9
  area_growth_pct: 20.33
  stdcell_count: 781
  nFillCells: 2631
  top_regs: "id2ex_bus_r x49"
  lay_top_cells: "conb_1, clkdlybuf4s50_1, a32o_1, dfxtp_1, nor2b_1"
  logic_area_um2: 1573
routing:
  ant_nets: 0
  insertedDiodeCount: 0
  post-route-drc-count: 0
  drt-pass1-iter-count: 4
  wl_per_cell_um: 12.08
  drt-total-wl_um: 9435
  viasPerCell: 2.810
  vias: 2195
  dr.first_iter.drc_count: 143
cts:
  root_buffer: "clkbuf_16"
  path_clk_slew_ps: 70
  post_cts_buffers: 0
  clock_latency_ps: 290
  post_cts_resized: 0
  clockBufferDepth: 2
  cts_tree: "yes"
  numCtsBuffers: 5
  clkSinkCount: 49
  cts-htree-levels: 2
  cts_hold_buf: 0
grt:
  grt_pass1_wl_um: 13400
  grt_max_degree: 66
  grtUsageTotal_pct: 5.558
  antenna_found_initial: 0
  overflow: 0
  grt_pass1_vias: 2437
job:
  maxCapViolations: 0
  warnings: 129
timing:
  setup_viol: 0
  period_used_pct: 51.72
  tns_ps: 0
  worstMarginPinSlew_ps: 668.7
  period_needed_ps: 1914
  hold_viol_final: 0
  relSlewSlack_pct: 55.42
  rsz0062_at_grt: "false"
  fin_skew_ps: 0
  setup_ws_ps: 1786
  fmax_ghz: 0.5226
  maxSlewViolCount: 0
floorplan:
  chipWidth_um: 174
  dieArea_um2: 30280
  num_io_pins: 409
  fp.dieH_um: 174
  initCoreUtil_pct: 14.70
  rows: 56
  core_area_um2: 23400
power:
  power_density_nw_per_um2: 316.5
  total_power_uw: 1310
  ir_worst_vdd_mv: 0.1325
  leakage_uw: 0.001761
hold_path:
  holdPathStages: 1
  hp-class: "register to register"
outcome:
  status: "completed"
## cells by family after synthesis
family / count (synthesis) / share of synthesized area, %
buf+inv: 225 / 47.82
other cells: 1 / 0.1090
simple gates: 50 / 9.309
flops: 49 / 28.51
compound gates: 49 / 14.25
## cell usage after synthesis (all sizes together)
cell type  count  share of area (%)
buf          218                 47
clkbuf         7               0.76
conb           1               0.11
nor2b         45                8.2
and2           1               0.25
dfxtp         49                 29
and2b          4               0.87
a32o          49                 14
## final timing paths
check                               startpoint                            to  slack, ps
setup reg to reg  id2ex_bus_r[30]$_SDFFE_PP0N_  id2ex_bus_r[30]$_SDFFE_PP0N_       3040
hold / removal    id2ex_bus_r[17]$_SDFFE_PP0N_  id2ex_bus_r[17]$_SDFFE_PP0N_        500
setup / recovery   id2ex_bus_r[3]$_SDFFE_PP0N_                 ex2mem_bus[3]       1790
hold reg to reg   id2ex_bus_r[17]$_SDFFE_PP0N_  id2ex_bus_r[17]$_SDFFE_PP0N_        500
## stage by stage
stage	hold WS (ps)	util, %
after detailed placement	490.9	16.97
after global placement	480.8	16.97
after floorplan	446.2	-
final	502.6	17.69
after global routing	526.5	17.69
after CTS	510.1	17.69
## per-layer routing
metal / global-route usage [%] / vias to the layer above / wire (um)
met5: 0 / - / 0
met3: 2.025 / 10 / 672
met2: 9.738 / 156 / 4629
met1: 6.546 / 1010 / 4020
met4: 0.6413 / 0 / 112
li1: - / 1019 / -
## layout make-up
cell class,instances,area share (%)
repair buffers,103,24.60
flip-flops and latches,49,23.69
clock buffers,5,3.022
well taps,319,9.640
clock inverters,3,1.058
multi-input cells,302,37.99
## power by group
group	internal, uW	total (uW)	switching, uW	leakage [uW]
registers	554	566	12.7	0.000403
logic	121	194	73.3	0.00127
clock network	321	550	229	0.0000842
Power is estimated from default activity; no workload was simulated.
